==> flow/design.v <==
module alu #(
    parameter W = 8      
)(
    input wire [7:0] a,         
    input wire [7:0] b,         
    input wire [1:0] op,                 
    output reg [7:0] r   
);
    always @* begin
        case(op)
        2'd0: begin
            r = a + b;
        end
        2'd2: begin
            r = a - b;
        end
        2'd1: begin
            r = a;
        end
        2'd3: begin
            r = b;
        end
        default:             
            r = 'bx;
        endcase
    end
endmodule
module code_mem (
    input wire [7:0] addr,
    output wire [15:0] data
);
    reg [15:0] code[0:255];
    integer i;
    assign data = code[addr];
    initial begin
        for (i=0; i<256; i=i+1)
            code[i] = 16'h0000;
        code['h0] = {5'd2, 3'd6, 5'd0, 3'd7};     
        code['h1] = {5'd3, 3'd6 , 5'd0, 3'd6};     
        code['h2] = {5'd3, 3'd6 , 5'd0, 3'd6}; 
        code['h3] = {5'd3, 3'd6 , 5'd0, 3'd7}; 
        code['h4] = {5'd5, 11'd0};
    end
endmodule
module control_unit (
    input wire clk,          
    input wire reset,        
    input wire start,        
    output reg ready,        
    input wire [4:0] opcode,     
    output reg [1:0] op,         
    output reg ipc,              
    output reg clpc,             
    output reg wir,              
    output reg wreg,             
    output reg inm,              
    output wire [1:0] state_out  
);
    localparam [1:0] READY = 0,
                     FETCH = 1,
                     EXEC  = 2;
    reg [1:0] state, next_state;
    assign state_out = state;
    always @(posedge clk)
        if (reset == 1'b1)
            state <= READY;
        else
            state <= next_state;
    always @* begin
        ready = 1'b0; op = 'b0; ipc = 1'b0; clpc = 1'b0;
        wir = 1'b0; wreg = 1'b0; inm = 1'b0;
        next_state = 'bx;
        case (state)
        READY: begin
            ready = 1'b1;
            if (start) begin
                clpc = 1'b1;
                next_state = FETCH;
            end else begin
                next_state = READY;
            end
        end
        FETCH: begin
            wir = 1'b1;
            ipc = 1'b1;
            next_state = EXEC;
        end
        EXEC: begin
            next_state = FETCH;      
            case(opcode)
            5'd1: begin
                op = 2'd3;
                wreg = 1'b1; inm = 1'b1;
            end
            5'd3: begin
                op = 2'd0;
                wreg = 1'b1;
            end
            5'd4: begin
                op = 2'd2;
                wreg = 1'b1;
            end
            5'd2: begin
                op = 2'd3;
                wreg = 1'b1;
            end
            default:         
                next_state = READY;
            endcase
        end
        default: begin           
            next_state = 'bx;
        end
        endcase
    end
endmodule
module data_unit(
    input wire clk,              
    input wire [1:0] op,         
    input wire ipc,              
    input wire clpc,             
    input wire wir,              
    input wire wreg,             
    input wire inm,              
    output wire [4:0] opcode,    
    input wire [7:0] din,        
    output wire [7:0] dout       
);
    reg [7:0] pc;                
    reg [15:0] ir;               
    reg [7:0] regs [0:7];        
    wire [15:0] inst;            
    wire [2:0] sa, sb;           
    wire [7:0] k;                
    wire [7:0] rega, regb;       
    wire [7:0] alu_b;            
    wire [7:0] bus;              
    always @(posedge clk)
        if(clpc)
            pc <= 'b0;
        else if (ipc)
            pc <= pc + 1;
    always @(posedge clk)
        if (wir)
            ir <= inst;
    assign opcode = ir[15:11];
    assign sa = ir[10:8];
    assign sb = ir[2:0];
    assign k = ir[7:0];
    always @(posedge clk)
        if(wreg)
            regs[sa] <= bus;
        else
            regs[7] <= din;
    assign rega = regs[sa];
    assign regb = regs[sb];
    assign dout = regs[6];
    code_mem code_mem (
        .addr(pc),
        .data(inst)
    );
    assign alu_b = inm ? k : regb;
    alu alu (
        .a(rega),
        .b(alu_b),
        .op(op),
        .r(bus)
    );
endmodule
module display_ctrl #(
    parameter cdbits = 18,       
    parameter hex = 0            
    )(
    input wire ck,               
    input wire [3:0] x3,         
    input wire [3:0] x2,
    input wire [3:0] x1,
    input wire [3:0] x0,
    input wire [3:0] dp_in,      
    output reg [0:6] seg,        
    output reg [3:0] an,         
    output reg dp                
    );
    reg [cdbits-1:0] counter = 'd0;     
    reg [3:0] d;                        
    always @(posedge ck)
        counter = counter + 1;
    always @*
        case (counter[cdbits-1:cdbits-2])
        2'd0: an = 4'b1110;
        2'd1: an = 4'b1101;
        2'd2: an = 4'b1011;
        2'd3: an = 4'b0111;
        endcase
    always @*
        case (counter[cdbits-1:cdbits-2])
        2'd0: d = x0;
        2'd1: d = x1;
        2'd2: d = x2;
        2'd3: d = x3;
        endcase
    always @*
        case (d)
        4'h0: seg = 7'b0000001;
        4'h1: seg = 7'b1001111;
        4'h2: seg = 7'b0010010;
        4'h3: seg = 7'b0000110;
        4'h4: seg = 7'b1001100;
        4'h5: seg = 7'b0100100;
        4'h6: seg = 7'b0100000;
        4'h7: seg = 7'b0001111;
        4'h8: seg = 7'b0000000;
        4'h9: seg = 7'b0000100;
        4'ha: seg = hex ? 7'b0001000 : 7'b1111110;
        4'hb: seg = hex ? 7'b1100000 : 7'b1111110;
        4'hc: seg = hex ? 7'b0110001 : 7'b1111110;
        4'hd: seg = hex ? 7'b1000010 : 7'b1111110;
        4'he: seg = hex ? 7'b0110000 : 7'b1111110;
        default: seg = hex ? 7'b0111000 : 7'b1111110;  
        endcase
    always @*
        case (counter[cdbits-1:cdbits-2])
        2'd0: dp = dp_in[0];
        2'd1: dp = dp_in[1];
        2'd2: dp = dp_in[2];
        2'd3: dp = dp_in[3];
        endcase
endmodule  
module system (
    input wire clk,              
    input wire reset,            
    input wire start,            
    output wire ready,           
    input wire [7:0] din,        
    output wire [7:0] dout,      
    output wire [0:6] seg,       
    output wire [3:0] an,        
    output wire dp,              
    output reg [7:0] state_dec   
);
    reg [24:0] prescaler;
    reg clk_in;
    always @(posedge clk)
        if (prescaler == 25000000-1) begin
            clk_in = ~clk_in;
            prescaler = 'b0;
        end else begin
            prescaler = prescaler + 1;
        end
    reg start0=0, start1=0;
    wire start_pulse;
    always @(posedge clk_in) begin
        start1 <= start0;
        start0 <= start;
    end
    assign start_pulse = start0 & ~start1;
    wire [1:0] state_out;
    always @* begin
        state_dec = 'b0;
        state_dec[state_out] = 1'b1;
    end
    yasac yasac (
        .clk(clk_in),
        .reset(reset),
        .start(start_pulse),
        .din(din),
        .dout(dout),
        .state_out(state_out)    
    );
    display_ctrl #(.cdbits(18), .hex(1)) display_ctrl (
        .ck(clk),                
        .x3(din[7:4]),           
        .x2(din[3:0]),
        .x1(dout[7:4]),
        .x0(dout[3:0]),
        .dp_in(4'b1011),         
        .seg(seg),               
        .an(an),                 
        .dp(dp)                  
    );
endmodule
module yasac (
    input wire clk,                  
    input wire reset,                
    input wire start,                
    output wire ready,               
    input wire [7:0] din,            
    output wire [7:0] dout,          
    output wire [1:0] state_out      
);
    wire [4:0] opcode;
    wire [1:0] op;
    wire ipc, clpc, wir, wreg, inm;
    control_unit control_unit (
        .clk(clk),               
        .reset(reset),           
        .start(start),           
        .ready(ready),           
        .opcode(opcode),         
        .op(op),                 
        .ipc(ipc),               
        .clpc(clpc),             
        .wir(wir),               
        .wreg(wreg),             
        .inm(inm),               
        .state_out(state_out)    
);
    data_unit data_unit (
        .clk(clk),
        .op(op),                 
        .ipc(ipc),               
        .clpc(clpc),             
        .wir(wir),               
        .wreg(wreg),             
        .inm(inm),               
        .opcode(opcode),         
        .din(din),               
        .dout(dout)              
);
endmodule
==> flow/run.sh <==
#!/bin/bash
# OpenROAD 26Q1-2900-gdf79404cd8, Yosys 0.63+post, stock flow scripts
make -C /OpenROAD-flow-scripts/flow DESIGN_CONFIG=/design/flow/config.mk WORK_HOME=/design/flow/orfs finish
==> flow/config.mk <==
export PLATFORM = sky130hd
export DESIGN_NAME = system
export DESIGN_NICKNAME = system
export VERILOG_FILES = /design/flow/design.v
export SDC_FILE = /design/flow/constraint.sdc
export NUM_CORES = 4
export LEC_CHECK = 1
export CORE_UTILIZATION = 50
export SYNTH_MEMORY_MAX_BITS = 65536
==> flow/constraint.sdc <==
current_design system

set clk_period 3.3
set clk_io_pct 0.2

create_clock -name clk0 -period $clk_period [get_ports {clk}]

set non_clock_inputs [all_inputs -no_clocks]
set_input_delay [expr $clk_period * $clk_io_pct] -clock clk0 $non_clock_inputs
set_output_delay [expr $clk_period * $clk_io_pct] -clock clk0 [all_outputs]
==> run notes <==
flow finished, numbers: hold endpoint=display_ctrl.counter[0], register pins left without a clock=~48, Cells after Synth=between 400 and 500, DRT iter0 DRCs=76, Min-Delay Path Depth=1, Cell area leaders=edfxtp_1, dfxtp_1, ha_1, Hold Startpoint=display_ctrl.counter[0], total negative slack=0 ns, pwr/cell area=166 mW/mm^2, top cells by count=dfxtp_1, nor2_1, nand2_1, edfxtp_1, xor2_1, Wirelength per Cell=around 14 um, WP data arrival=2.54 ns, kind of end point of the critical path=output port, Top cell area share=0.232, number of max-cap violations=0, largest net degree at the start of global routing=50, class of the worst hold path=register to register, #FFs+latches synth=92, Post-synth ARST share=0, Reg2Reg Launch Point=prescaler[6], CTS max path bufs=2, std cell rows=35, Root Driver=clkbuf_8, Core Area=between 0.009 and 0.01 mm^2, Unique masters post-synth=approximately 58, Post-synth top flop=dfxtp_1, Reg clk slew, reported paths=about 0.080 ns, global-route wire length before repair=~14000 um, endpoints left unconstrained=about 89, via count=~3300, initial antenna violation count=0, final hold slack=between 0.4 and 0.5 ns, fmax=between 300 and 400 MHz, PortBufs=35, Netlist Area Pre-Place=0.00480 mm^2, hpwl dp=6390 um, CP startpoint=din[5], Slew HR=0.544, final wirelength=~8700 um, grt total ovfl=0, met1 WL=between 4000 and 5000 um, GPL Wtd Cong=between 0.9 and 1, Log Warnings=38, Yosys Instances=between 400 and 500, TritonCTS clock tree=built, cell type with the largest total area=edfxtp_1, remaining antenna violation count=0, die area=~0.01 mm^2, wire length on met3=399 um, vias in the first global route=roughly 3100, H-tree depth=2, Reg-to-Reg End=prescaler[24], yosys warns=7, Worst-Margin Slew=roughly 0.68 ns, Post-synth seq share=0.461, RSZ-0062 raised after global routing=false, num ports=40, layout cells sized above 1=0.119, final hold violation count=0, cts bufs inserted=5, Chip Area, Yosys=between 0.004 and 0.005 mm^2, CP max FO=4, maximum vdd ir drop=about 170 uV, Worst-Skew Late Latency=0.29 ns, Syn Area/Cell=between 10 and 15 um^2, die height=100 um, EDFF count, synth=37, R2R Setup Slk=between 1 and 1.5 ns, DR vias/cell=between 5 and 6, Critical Setup Path Class=primary input to output port, Final Setup Violations=0, most common cell in the netlist=dfxtp_1, area grow syn2layout=14.6%, R2R depth=7, minimum clock period=between 3 and 4 ns, Die X-Extent=100 um, Post-Place Setup Slack=-0.113 ns, Clock Skew=0.00779 ns, final worst slack=between 0.1 and 0.15 ns, DR pass1 iterations=4, Inserted Diodes=0, status=finished, final reports clean, highest routed metal layer=met4, GRT Resource Usage Total=0.191, crit path launch type=primary input, CP required=~2.6 ns, met2 wire length=about 3900 um, FP Core Util=0.517, Slew Limit Fails=0, Residual DRC=0, final worst-path cycle share=0.969, Pleak=2.13 nW
[critical path, cell delays in order]
cell,delay (ns)
dlygate4sd2_1,0.24
mux4_2,0.53
inv_2,0.11
buf_4,0.11
ha_1,0.16
o22ai_1,0.09
a31oi_1,0.15
clkdlybuf4s50_1,0.48
[cells in the final DEF, fill, tap and decap left out, types with 2 or more instances in the layout]
master and instances:
dlymetal6s2s_1 2, dlygate4sd2_1 4, conb_1 12, or2_2 3, edfxtp_1 37, inv_1 18, o21ai_0 10, mux2i_1 7
and3_1 9, o21a_1 2, nand4_1 10, o22ai_1 5, nor4_1 4, nand2_1 39, xnor2_1 27, a31oi_1 8
clkbuf_8 6, or3_1 5, buf_4 16, mux4_2 9, xor2_1 28, ha_1 24, nand2b_1 4, clkdlybuf4s50_1 29
nor3b_1 3, nor2b_1 5, dfxtp_1 55, inv_2 2, nor2_2 3, a21oi_1 14, and3b_1 2, nor3_1 5
o211ai_1 3, nand3_1 23, mux2_2 8, nor2_1 41
[layer usage]
layer | global-route usage | vias to the layer above
met1 | 0.319 | 1510
met5 | 0 | -
met3 | 0.0361 | 4
met4 | 0.0124 | 0
met2 | 0.291 | 63
li1 | - | 1706
[per-stage QoR]
| stage | cell area (um^2) | power (mW) | cells | utilization |
|---|---|---|---|---|
| global placement | 5330 | 0.580 | 629 | 0.574 |
| finish | 5500 | 0.911 | 641 | 0.592 |
| floorplan | 4840 | 0.564 | 472 | - |
| global route | 5500 | 0.948 | 641 | 0.592 |
| detailed placement | 5330 | 0.580 | 629 | 0.574 |
| CTS | 5450 | 0.924 | 637 | 0.587 |
[sequential cells by signal, indices dropped and copies added (netlist names)]
signal	cells
clk_in	1
yasac.data_unit.regs	32
prescaler	25
yasac.data_unit.ir	4
display_ctrl.counter	18
yasac.control_unit.state	2
start1	1
start0	1
yasac.data_unit.pc	8
[cells by family after synthesis]
family,after synthesis,synth area share
fa+ha+maj,27,0.0720
mux,23,0.0709
buf+inv,41,0.0415
compound gates,54,0.0725
simple gates,168,0.181
other cells,1,0.000782
xor+xnor,55,0.100
flops,92,0.461
[layout make-up]
| cell class | instances | area [um^2] |
|---|---|---|
| clock buffer | 7 | 86.3 |
| clock inverter | 1 | 7.51 |
| fill | 813 | 3790 |
| inverter | 20 | 75.1 |
| multi-input combinational | 340 | 2470 |
| sequential | 92 | 2210 |
| tap | 129 | 161 |
| timing repair buffer | 52 | 482 |
[repair_timing]
item | 4_1_cts | 5_1_grt
gates resized | 12 | 4
gates cloned | 0 | 1
setup buffers | 0 | 3
hold buffers | 0 | 0
pin swaps | 1 | 0
endpoints found under the setup margin | 7 | 3
[worst max-delay path by stage]
stage | end | depth (start not counted)
finish | seg[0] | 8
global route | seg[3] | 7
CTS | seg[4] | 5
[power breakdown]
group | leakage (nW) | internal (mW) | switching [mW]
logic | 1.30 | 0.0132 | 0.0131
registers | 0.792 | 0.540 | 0
clock network | 0.0445 | 0.170 | 0.174
Power and IR drop assume default switching activity.
