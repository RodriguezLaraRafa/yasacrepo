**/design/flow/design.v**
```verilog
module data_mem (
    input wire clk,                  
    input wire wmem,                 
    input wire [7:0] addr,           
    input wire [7:0] data_in,        
    output wire [7:0] data_out,      
    output wire [7:0] port00, port01, port02, port03,    
                      port04, port05, port06, port07,
    input wire [7:0]  port08, port09, port10, port11,    
                      port12, port13, port14, port15
);
    reg [7:0] mem[0:239];
    reg [7:0] port_reg00, port_reg01, port_reg02, port_reg03,
              port_reg04, port_reg05, port_reg06, port_reg07,
              port_reg08, port_reg09, port_reg10, port_reg11,
              port_reg12, port_reg13, port_reg14, port_reg15;
    reg [7:0] port_out;
    initial begin: mem_init
        integer i;
        for (i=0; i<'hf0; i=i+1)
            mem[i] = 'b0;
        port_reg00 = 'b0;
        port_reg01 = 'b0;
        port_reg02 = 'b0;
        port_reg03 = 'b0;
        port_reg04 = 'b0;
        port_reg05 = 'b0;
        port_reg06 = 'b0;
        port_reg07 = 'b0;
        port_reg08 = 'b0;
        port_reg09 = 'b0;
        port_reg10 = 'b0;
        port_reg11 = 'b0;
        port_reg12 = 'b0;
        port_reg13 = 'b0;
        port_reg14 = 'b0;
        port_reg15 = 'b0;
    end
    always @(posedge clk)
        if (wmem && addr < 8'hf0)
            mem[addr] <= data_in;
    always @(posedge clk)
        if (wmem && addr >= 8'hf0 && addr < 8'hf8)
            case(addr[3:0])
            4'h0:   port_reg00 <= data_in;
            4'h1:   port_reg01 <= data_in;
            4'h2:   port_reg02 <= data_in;
            4'h3:   port_reg03 <= data_in;
            4'h4:   port_reg04 <= data_in;
            4'h5:   port_reg05 <= data_in;
            4'h6:   port_reg06 <= data_in;
            4'h7:   port_reg07 <= data_in;
            endcase
    assign port00 = port_reg00;
    assign port01 = port_reg01;
    assign port02 = port_reg02;
    assign port03 = port_reg03;
    assign port04 = port_reg04;
    assign port05 = port_reg05;
    assign port06 = port_reg06;
    assign port07 = port_reg07;
    always @(posedge clk) begin
        port_reg08 <= port08;
        port_reg09 <= port09;
        port_reg10 <= port10;
        port_reg11 <= port11;
        port_reg12 <= port12;
        port_reg13 <= port13;
        port_reg14 <= port14;
        port_reg15 <= port15;
    end
    always @*
        case(addr[3:0])
        4'h0:   port_out = port_reg00;
        4'h1:   port_out = port_reg01;
        4'h2:   port_out = port_reg02;
        4'h3:   port_out = port_reg03;
        4'h4:   port_out = port_reg04;
        4'h5:   port_out = port_reg05;
        4'h6:   port_out = port_reg06;
        4'h7:   port_out = port_reg07;
        4'h8:   port_out = port_reg08;
        4'h9:   port_out = port_reg09;
        4'ha:   port_out = port_reg10;
        4'hb:   port_out = port_reg11;
        4'hc:   port_out = port_reg12;
        4'hd:   port_out = port_reg13;
        4'he:   port_out = port_reg14;
        4'hf:   port_out = port_reg15;
        default: port_out = 'bx;
        endcase
    assign data_out = (addr < 8'hf0) ? mem[addr] : port_out;
endmodule
```
**/design/flow/run.sh**
```bash
#!/bin/bash
# OpenROAD 26Q1-2900-gdf79404cd8, Yosys 0.63+post, stock flow scripts
make -C /OpenROAD-flow-scripts/flow DESIGN_CONFIG=/design/flow/config.mk WORK_HOME=/design/flow/orfs finish
```
**/design/flow/config.mk**
```make
export PLATFORM = sky130hd
export DESIGN_NAME = data_mem
export DESIGN_NICKNAME = data_mem
export VERILOG_FILES = /design/flow/design.v
export SDC_FILE = /design/flow/constraint.sdc
export NUM_CORES = 4
export LEC_CHECK = 1
export CORE_UTILIZATION = 40
```
**/design/flow/constraint.sdc**
```tcl
current_design data_mem

set clk_period 15.7
set clk_io_pct 0.2

create_clock -name clk0 -period $clk_period [get_ports {clk}]

set non_clock_inputs [all_inputs -no_clocks]
set_input_delay [expr $clk_period * $clk_io_pct] -clock clk0 $non_clock_inputs
set_output_delay [expr $clk_period * $clk_io_pct] -clock clk0 [all_outputs]
```
==> flow_summary.toml <==
# implementation run metrics
[yosys]
yosys_warnings = 1
syn_avg_cell_area_um2 = 19.89
ys_ff = 2048
flop_cell = "edfxtp_1"
ys_types = 73
synth-edff-count = 1984
syn_area_um2 = 79400
ys_cells = 3992
synthCells = 3992
ys_seq_share_pct = 76.64
ys_area_um2 = 79400
ys_async_sr_fraction_pct = 0

[job]
tool_warnings = 26
max_cap_violations = 0

[power_and_ir_drop]
p_per_area_nw_per_um2 = 123.6
pwr-share-comb_pct = 5.4
p_total_mw = 11.24
p_switching_mw = 2.438
power_frac_clock_pct = 41.1
p_leak_nw = 28.86
seqPwrFrac_pct = 53.5
peakVddDrop_v = 0.00009808
switching_share_pct = 21.69
internal_power_mw = 8.802

[critical_path]
worst-path-buf-inv = 5
crit_family = "buffers and inverters"
setup.worst_path.class = "in -> out"
crit_slowest_cell = "a22oi_1"
crit_path_frequent_cell = "buf_12"
worstPathArrival_ns = 8.33
path_depth = 11
critical_path.cell_chain = "buf_8 -> buf_12 -> buf_12 -> mux4_2 -> and3_1 -> nor4_2 -> o221ai_1 -> a22oi_1 -> a32oi_1 -> buf_4 -> clkdlybuf4s50_1"
cpPeakStageDelay_ns = 0.75
cp-start-kind = "input port"
crit_path_end_kind = "output port"
required_ns = 12.56
critPathMaxFanout = 67

[route]
ant_nets = 0
routedWlPerCell_um = 31.91
vias = 41253
first_pass_iters = 5
drc = 0
routed_via_density = 5.787
dr.first_iter.drc_count = 3285
routed_wirelength_um = 227400

[clock_network]
cts_tree = "built"
clkTransAtPathRegs_ns = 0.06
htreeDepth = 4
cts_setup_buffers = 0
cts_made_buffers = 197
cts_sinks = 2048
clock_path_buffers = 3
post_cts_resized = 0
hold_buffers = 0
root_buffer = "clkbuf_16"

[layout]
fin_cells = 7128
final_layout_top_logic_cells = "edfxtp_1 (1984), mux4_2 (378), nor2_1 (308)"
area_growth_pct = 14.52
lay_top_count = "edfxtp_1"
final_util_pct = 46.11
drive_above_1_share_pct = 20.49
stdcell_area_um2 = 90930

[global_route]
overflow = 0
grt_usage_pct = 25.27
grt_pass1_wl_um = 324200
grt_pass1_vias = 44397
grt_antenna_before_repair = 6
grt_max_degree = 78

[timing]
whs_ns = 2.734
relSlewSlack_pct = 29.33
hold_violations = 0
rsz0062_at_grt = "false"
period_used_pct = 73.05
worst_slack_ns = 4.231
drv_slew = 0
worst_pin_slew_ns = 1.056
finalSetupTns_ns = 0
setup_violations = 0
period_needed_ns = 11.47
fmax_ghz = 0.08719

[placed_design]
pre_cts_ws_ns = 3.868
dp.cells = 6762
dp.final_hpwl_um = 146000
post_dp_cell_area_um2 = 84690
port_buffers = 153
place.gp.congestion = 0.9620

[status]
status = "finished clean"

[die]
pin_count = 154
die_h_um = 447.5
core-area_um2 = 197200
dieArea_um2 = 200300
rows = 163
fp-utilization_pct = 40.26
fp.dieW_um = 447.5

[min_path]
hold_path.class = "in -> reg"
hold_depth = 1
[area by class of cell]
class,instances,area (um2)
Inverter,7,30.03
Fill cell,16206,106300
Tap cell,2640,3303
Multi-Input combinational cell,1692,17170
Clock buffer,252,5166
Clock inverter,111,1064
Timing Repair Buffer,375,3333
Sequential cell,2048,60860
Antenna cell,3,7.507
[per-layer routing]
| layer | GRT usage (%) | vias to the layer above | part of all wire [%] |
|---|---|---|---|
| met5 | 2.076 | - | 0.23 |
| met3 | 17.98 | 531 | 17 |
| met4 | 9.730 | 18 | 5.3 |
| li1 | - | 17126 | - |
| met2 | 35.81 | 2702 | 46 |
| met1 | 30.76 | 20876 | 32 |
[final timing paths]
path | slack [ns] | startpoint | to
worst max-delay path | 4.23 | addr[0] | data_out[0]
worst min-delay path | 2.73 | port11[3] | port_reg11[3]
[cells by family (layout without fill, tap and decap cells)]
family          Yosys count  count (layout)  synth area share [%]
compound gates          403             403                 3.530
buf+inv                 252             745                 1.818
flops                  2048            2048                 76.64
mux                     681             681                 14.57
other cells               0               3                     0
simple gates            608             608                 3.435
[cell usage after synthesis (all sizes together) (14+ instances only)]
| cell type | n | area [um2] |
|---|---|---|
| nand4 | 16 | 100.1 |
| mux2i | 282 | 2823 |
| o22ai | 81 | 506.7 |
| mux2 | 21 | 236.5 |
| clkbuf | 97 | 367.9 |
| mux4 | 378 | 8513 |
| a21oi | 54 | 270.3 |
| nor2 | 310 | 1164 |
| dfxtp | 64 | 1281 |
| and3 | 15 | 93.84 |
| o21ai | 50 | 250.2 |
| nand3 | 70 | 350.3 |
| nor3 | 21 | 105.1 |
| nand2 | 104 | 390.4 |
| nor2b | 14 | 87.58 |
| a22oi | 105 | 788.3 |
| buf | 148 | 1050 |
| edfxtp | 1984 | 59580 |
[state kept, by name, indices dropped and copies added, names as in the netlist]
register    flops
port_reg03      8
port_reg05      8
port_reg09      8
port_reg14      8
port_reg13      8
port_reg04      8
port_reg11      8
port_reg02      8
port_reg01      8
port_reg08      8
port_reg12      8
port_reg00      8
mem          1920
port_reg07      8
port_reg10      8
port_reg15      8
port_reg06      8
[power by group through the flow]
stage / Clock (mW) / Combinational, mW / Sequential, mW
after CTS: 4.69 / 0.602 / 6.02
after global routing: 4.90 / 0.636 / 6.01
final: 4.62 / 0.604 / 6.02
No activity file was given, so power comes from the tool's default toggle rates.
